File: design/flow/run.sh
#!/bin/bash
# OpenROAD 26Q1-2900-gdf79404cd8, Yosys 0.63+post, stock flow scripts
make -C /OpenROAD-flow-scripts/flow DESIGN_CONFIG=/design/flow/config.mk WORK_HOME=/design/flow/orfs finish
File: design/flow/constraint.sdc
current_design memory

set clk_period 66.6
set clk_io_pct 0.2

create_clock -name clk0 -period $clk_period [get_ports {clk}]

set non_clock_inputs [all_inputs -no_clocks]
set_input_delay [expr $clk_period * $clk_io_pct] -clock clk0 $non_clock_inputs
set_output_delay [expr $clk_period * $clk_io_pct] -clock clk0 [all_outputs]
File: design/flow/config.mk
export PLATFORM = sky130hd
export DESIGN_NAME = memory
export DESIGN_NICKNAME = memory
export VERILOG_FILES = /design/flow/design.v
export SDC_FILE = /design/flow/constraint.sdc
export NUM_CORES = 4
export LEC_CHECK = 1
export CORE_UTILIZATION = 40
export SYNTH_MEMORY_MAX_BITS = 65536
File: design/flow/design.v
module memory(
  input wire clk,
  input wire we,   
  input wire[7:0] addr,  
  input wire[31:0] din,  
  output reg[31:0] dout  
);
  reg[31:0] mem[255:0];
  always @(posedge clk) begin
    if(we)begin
      mem[addr] <= din;  
    end
    dout <= mem[addr];  
  end
endmodule
==> impl_metrics.csv <==
group,metric,value,unit
logic_synthesis,ys_cells,13090,
sta,tightestPinTransition,1443,ps
die,io_pins,74,
critical_path,crit_slowest_cell,"o41ai_2",
critical_path,crit_arrival,20430,ps
critical_path,reg2reg_depth,5,
critical_path,worst_path_most_repeated_cell,"buf_4",
placement,pre_cts_ws,45920,ps
die,die_area,0.7760,mm²
placement,dpl.hpwl,512100,µm
routing,vias,146200,
logic_synthesis,yosys_register_bits,8224,
power,power_density,30.00,mW/mm²
job,cap_violations,0,
routing,routed_wl,885100,µm
grt,overflow,0,
sta,layout_min_cycle_time,19420,ps
sta,relSlewSlack,2.777,%
sta,fin_skew,110.4,ps
critical_path,cpPeakStageDelay,1060,ps
grt,grt_max_degree,111,
clock_network,post-cts-setup-buffers,0,
sta,finalCritPeriodShare,29.15,%
min_path,worstHoldPathType,"reg2reg",
placement,placedCellCount,23420,
routing,drc_errors,0,
routing,ant_nets,0,
logic_synthesis,synthArstFlopShare,0,%
sta,fmax,0.05150,GHz
logic_synthesis,netlist.area_leader.share,79.61,%
sta,fin_ws,47180,ps
critical_path,start_kind,"input pin",
logic_synthesis,ys_top_cells_by_area,"edfxtp_1, mux4_2, a22oi_1",
logic_synthesis,top_cell,"edfxtp_1",
layout,fillers,61540,
logic_synthesis,common_cells,"edfxtp_1, mux4_2, a22oi_1, a21oi_1, clkbuf_1",
die,die_x,880.9,µm
grt,grt_first_pass_wirelength,1239000,µm
critical_path,cp_max_fo,53,
power,total_power,10.63,mW
layout,ff_latch_area,0.2466,mm²
sta,finalSetupViolations,0,
power,ir_worst_vdd,27.30,µV
sta,hold_slack,981.8,ps
logic_synthesis,netlist_area,0.3090,mm²
critical_path,required,67610,ps
job,warning_count,34,
clock_network,htree_num_levels,6,
critical_path,critical_path_class,"in2reg",
critical_path,worstPathCellList,"buf_16 > buf_4 > buf_4 > buf_4 > buf_4 > buf_4 > buf_4 > buf_4 > mux4_2 > a22oi_1 > a21oi_1 > o41ai_2 > buf_4 > nand4_1",
layout,instances_no_fill,24950,
clock_network,clock-sinks,8224,
layout,comb_area,0.06204,mm²
clock_network,hold_buffers,0,
placement,gp_congestion,0.8783,
die,fp.coreArea,0.7691,mm²
routing,wl_per_cell,35.48,µm
clock_network,cts_resized,0,
placement,numPortBuffers,73,
clock_network,path_clk_slew,60,ps
logic_synthesis,yosysChipArea,0.3090,mm²
logic_synthesis,synth.distinct_cells,22,
routing,first_iter_violations,10230,
clock_network,cts.path.max_buffers,4,
die,rows,322,
die,fp-utilization,40.18,%
grt,grt_pass1_vias,161700,
logic_synthesis,ff_type,"edfxtp_1",
clock_network,clkLatencyLatePin,1160,ps
sta,final_max_slew_viol_count,0,
status,outcome,"complete, no violations",
die,die_h,880.9,µm
clock_network,cts_tree,"yes",
layout,layout-drive-gt1-share,29.94,%
logic_synthesis,synth_seq_share,79.82,%
logic_synthesis,synth-edff-count,8192,
sta,hold_violations,0,
min_path,hold_path.startpoint,"mem[0][31]",
sta,rsz0062_at_grt,"false",
clock_network,root_buffer,"clkbuf_16",
logic_synthesis,ys_warn_count,1,
layout,area_growth,14.71,%
critical_path,reg2reg_setup_slack,63230,ps
critical_path,cp-end-kind,"register",
power,cellLeakagePower,107.7,nW
logic_synthesis,syn-instance-count,13090,
min_path,hold_path_end,"dout[31]",
sta,final.setup.tns,0,ps
clock_network,numCtsBuffers,814,
min_path,hold_depth,5,
critical_path,crit_start,"addr[1]",
critical_path,r2r_start,"mem[43][25]",
routing,viasPerCell,5.860,
logic_synthesis,avgSynthCellArea,23.61,µm²
routing,first_pass_iters,5,
grt,antenna_found_initial,47,
grt,grt_use_total,25.33,%
critical_path,r2r_end,"dout[25]",
logic_synthesis,yosysTopAreaCell,"edfxtp_1",
worst max-delay path: cells and delay by family:
kind	cells	cell delay (ps)
AND-OR/OR-AND	3	1580
multiplexers	1	400
buffers and inverters	9	4850
AND/OR/NAND/NOR	1	80
worst max-delay path by stage:
stage	endpoint	slack, ps	depth (start not counted)
CTS	dout[24]	47170	13
global route	dout[14]	46560	15
finish	dout[26]	47180	14
layer usage:
| layer | global-route usage (%) | share of wire [%] | vias to the layer above |
|---|---|---|---|
| met1 | 27.30 | 29 | 74650 |
| met4 | 8.980 | 4.9 | 40 |
| li1 | - | - | 59020 |
| met2 | 35.22 | 45 | 10920 |
| met5 | 0.3999 | 0.12 | - |
| met3 | 23.79 | 21 | 1553 |
state kept, by name, indices dropped and copies added, names as in the netlist:
signal / count
dout: 32
mem: 8192
cells by family (layout without fill, tap and decap cells):
logic type | count (synthesis) | in the layout | synth area share [%]
compound gates | 1664 | 1664 | 3.680
simple gates | 354 | 354 | 0.4887
flops | 8224 | 8224 | 79.82
mux | 2048 | 2048 | 14.93
buf+inv | 797 | 2415 | 1.088
other cells | 0 | 34 | 0
per-stage QoR:
step | cell area (µm²) | util [%]
2_1_floorplan | 309000 | -
3_3_place_gp | 328900 | 42.76
3_5_place_dp | 329000 | 42.78
4_1_cts | 354400 | 46.08
5_1_grt | 354400 | 46.08
6_report | 354500 | 46.09
cell type report:
class / instances / share of cell area (%)
flip-flops and latches: 8224 / 69.58
multi-input cells: 4066 / 17.50
clock buffers: 1044 / 6.034
well taps: 10210 / 3.603
repair buffers: 927 / 2.137
clock inverters: 443 / 1.120
diodes: 34 / 0.02400
inverters: 1 / 0.001059
report_power, final:
part           switching, mW  total [mW]  internal, mW
registers             0.0141        5.72          5.71
clock network           1.94        4.40          2.46
logic                  0.345       0.515         0.170
layout by cell type (no fill, tap or decap), types with 127 or more instances in the layout:
master     instances
buf_4            834
clkbuf_1         220
clkinv_1         199
mux4_2          2048
clkbuf_16        819
a22oi_1         1024
clkinv_2         127
nor2_4           228
edfxtp_1        8192
a21oi_1          508
No activity file was given, so power comes from the tool's default toggle rates.
